$ cat flow/config.mk
export PLATFORM = sky130hd
export DESIGN_NAME = add
export DESIGN_NICKNAME = add
export VERILOG_FILES = /design/flow/design.v
export SDC_FILE = /design/flow/constraint.sdc
export NUM_CORES = 4
export LEC_CHECK = 1
export CORE_AREA = 10 10 85 85
export DIE_AREA = 0 0 95 95
$ cat flow/constraint.sdc
current_design add

set clk_period 5.7
set clk_io_pct 0.2

create_clock -name clk0 -period $clk_period

set non_clock_inputs [all_inputs -no_clocks]
set_input_delay [expr $clk_period * $clk_io_pct] -clock clk0 $non_clock_inputs
set_output_delay [expr $clk_period * $clk_io_pct] -clock clk0 [all_outputs]
$ cat flow/design.v
module add (a,b,c,d,e);
input  [5:0] a;  
input  [5:0] b;  
input  [5:0] c;  
input  [5:0] d;  
output [7:0] e;  
wire   [6:0] outa1, outa2;
assign e = outa2 + outa1;
adder u1 (.ina(a),.inb(b),.outa(outa1));  
adder u2 (.ina(c),.inb(d),.outa(outa2));  
endmodule
module adder (ina, inb, outa);
input  [5:0] ina;  
input  [5:0] inb;  
output [6:0] outa;  
assign outa = ina + inb;
endmodule
$ cat flow/run.sh
#!/bin/bash
# OpenROAD 26Q1-2900-gdf79404cd8, Yosys 0.63+post, stock flow scripts
make -C /OpenROAD-flow-scripts/flow DESIGN_CONFIG=/design/flow/config.mk WORK_HOME=/design/flow/orfs finish
==> results.txt <==
run results: outcome=finished clean, sequential standard cell area=0 um2, max-slew violation total from the final report=0, post-detailed-route DRC marker count=0, wirelength, routed=1.354 mm, total area of multi-input combinational cells=456.7 um2, die height=95 um, All-Layer GR Usage=0.02956, ant diodes=0, placeable core region=5473 um2, Seq Cell Count=0, Ys Warns=0, Final Hold Violation Tally=0, die extent in x=95 um, global-route wire length before repair=2.194 mm, number of port buffers=32, slew of the pin with the lowest slew margin=0.2006 ns, antenna violations before repair=0, total tool warning count=32, post-route cell area=987.2 um2, final critical delay including setup and external delays=5.483 ns, via count of the first global-routing pass=502, Lkg Pwr=0.4757 nW, RD Place Congestion=0.7776, RSZ-0062 raised after global routing=no, post-cts resize count=0, Setup Crit Path Kind=in -> out, classification of the worst-slack hold path=in -> out, share of layout cells above drive strength 1=0.04000, number of placement rows=27, cell count after synthesis=68, number of distinct library cell variants in the gate-level netlist after synthesis=15, fraction of the cycle the final worst path needs=0.9619, layout-stage area growth over the synthesis result=71.15%, largest net degree at the start of global routing=6, Max stage delay cell, worst path=sky130_fd_sc_hd__fa_1, average vias per placed instance=2.855, arrival time at the worst endpoint=4.34 ns, routed via count=491, routed length per placed instance=7.872 um, tally of filler cells in the layout=636, Floorplan Utilization=0.1054, Cells on Worst Hold Path=3, summed instance area of the synthesized netlist=576.8 um2, Synth Seq Share=0, list of cells traversed by the critical path=clkdlybuf4s50_1 -> inv_1 -> fa_1 -> inv_1 -> fa_1 -> ha_1 -> inv_1 -> fa_1 -> nor2b_4 -> o31a_1 -> o21ai_0 -> nand2b_1 -> clkdlybuf4s50_1, post-placement cell area=987.2 um2, chip area from the yosys synthesis statistics=576.8 um2, CP required=4.56 ns, count of hold buffers inserted by post-cts repair=0, total setup violations reported at the end of the flow=0, Min-Delay Startpoint=d[0], initial DRC count=6, DIE AREA=9025 um2, setup total negative slack=0 ns, critical path capture point type=output pin, number of routed nets with antenna violations=0, highest achievable clock rate=0.1824 GHz, ys cells=68, HPWL Detailed=1.330 mm, drt pass-1 iters=2, Critical Path Fanout Max=3, longest individual stage delay on the worst path=0.53 ns, type of element launching the critical path=input port, Post-CTS Setup Inserts=0, destination of the worst hold path=e[0], number of max-capacitance violations reported=0, number of clock-tree buffers in the layout=0, total gr overflow=0, worst max-slew margin expressed relative to the limit=0.8660, power density normalized to cell area=194.9 nW/um2, worst vdd ir=0.08118 mV, Syn Area/Cell=8.482 um2, I/O pins=32
how the worst max path moves through the flow:
stage | start | end | depth (start not counted)
final | a[1] | e[7] | 13
after CTS | a[1] | e[7] | 13
after global routing | a[1] | e[7] | 13
through the flow:
stage          hold slack, ns  std cells    util  total power, W  worst slack [ns]
2_1_floorplan           2.361         68       -      0.00009543             1.289
3_3_place_gp            3.320        172  0.1804       0.0001974            0.2153
3_5_place_dp            3.326        172  0.1804       0.0001969            0.1998
4_1_cts                 3.321        172  0.1804       0.0001990            0.1750
5_1_grt                 3.364        172  0.1804       0.0002184           0.03205
6_report                3.318        172  0.1804       0.0001924            0.2169
worst max-delay path: cells and delay by family:
family / cells / cell delay [ns]
buffers and inverters: 5 / 1.10
and+or+nand+nor: 2 / 0.21
AOI/OAI and AO/OA: 2 / 0.21
adders and majority gates: 4 / 1.67
layout make-up:
type               count  share of cell area
repair buffers        32              0.3245
inverters             32              0.1217
multi-input cells     36              0.4626
well taps             72             0.09125
layout by cell type (no fill, tap or decap), drive strengths merged:
cell | netlist | final
o31a | 1 | 1
nor2 | 1 | 1
a21o | 1 | 1
a21oi | 3 | 3
fa | 12 | 12
nand2b | 1 | 1
o21bai | 1 | 1
inv | 32 | 32
o21ai | 3 | 3
clkdlybuf4s50 | 0 | 32
nor2b | 1 | 1
ha | 7 | 7
o21a | 1 | 1
xnor2 | 3 | 3
a211oi | 1 | 1
power by group:
part	switching, W	internal, W
combinational	0.0000716	0.000121
clock	0	0
sequential	0	0
total	0.0000716	0.000121
layer usage:
layer  global-route usage  part of all wire  vias to the layer above
met1              0.03948              0.46                      211
met2              0.04176              0.35                       24
met3              0.01923              0.19                        0
met5                    0                 0                        -
li1                     -                 -                      256
met4                    0                 0                        0
cells in the mapped netlist:
cell type,count,share of area
sky130_fd_sc_hd__a21oi_1,2,0.017
sky130_fd_sc_hd__a21oi_2,1,0.015
sky130_fd_sc_hd__o21ai_0,3,0.026
sky130_fd_sc_hd__nand2b_1,1,0.011
sky130_fd_sc_hd__a211oi_2,1,0.022
sky130_fd_sc_hd__xnor2_1,3,0.046
sky130_fd_sc_hd__nor2_1,1,0.0065
sky130_fd_sc_hd__a21o_2,1,0.015
sky130_fd_sc_hd__nor2b_4,1,0.024
sky130_fd_sc_hd__inv_1,32,0.21
sky130_fd_sc_hd__o21a_1,1,0.013
sky130_fd_sc_hd__fa_1,12,0.42
sky130_fd_sc_hd__o31a_1,1,0.015
sky130_fd_sc_hd__ha_1,7,0.15
sky130_fd_sc_hd__o21bai_1,1,0.013
logic make-up after synthesis:
| family | Yosys count | share of synthesized area |
|---|---|---|
| buffers and inverters | 32 | 0.2083 |
| AOI/OAI and AO/OA | 11 | 0.1367 |
| xor gates and xnor gates | 3 | 0.04556 |
| and+or+nand+nor | 3 | 0.04121 |
| adders and majority gates | 19 | 0.5683 |
No activity file was given, so power comes from the tool's default toggle rates.
