**/design/flow/constraint.sdc**
```tcl
current_design filter_median_top

set clk_period 5.5
set clk_io_pct 0.2

create_clock -name clk0 -period $clk_period [get_ports {clk}]

set non_clock_inputs [all_inputs -no_clocks]
set_input_delay [expr $clk_period * $clk_io_pct] -clock clk0 $non_clock_inputs
set_output_delay [expr $clk_period * $clk_io_pct] -clock clk0 [all_outputs]
```
**/design/flow/run.sh**
```bash
#!/bin/bash
# OpenROAD 26Q1-2900-gdf79404cd8, Yosys 0.63+post, stock flow scripts
make -C /OpenROAD-flow-scripts/flow DESIGN_CONFIG=/design/flow/config.mk WORK_HOME=/design/flow/orfs finish
```
**/design/flow/design.v**
```verilog
module filter_median_3x3 #(
  parameter PixelBit = 8
) (
  input  clk, rst_n,
  input  [PixelBit-1:0] pixel00, pixel01, pixel02,
  input  [PixelBit-1:0] pixel10, pixel11, pixel12,
  input  [PixelBit-1:0] pixel20, pixel21, pixel22,
  output [PixelBit-1:0] median
);
  wire [PixelBit-1:0] max0, max1, max2;
  wire [PixelBit-1:0] med0, med1, med2;
  wire [PixelBit-1:0] min0, min1, min2;
  wire [PixelBit-1:0] min_max, med_med, max_min;
  sort3 #(.Bit(PixelBit))
    u0_sort3 (
      .clk(clk), .rst_n(rst_n),
      .data_x(pixel00), .data_y(pixel01), .data_z(pixel02),
      .max(max0), .med(med0), .min(min0)
    ),
    u1_sort3 (
      .clk(clk), .rst_n(rst_n),
      .data_x(pixel10), .data_y(pixel11), .data_z(pixel12),
      .max(max1), .med(med1), .min(min1)
    ),
    u2_sort3 (
      .clk(clk), .rst_n(rst_n),
      .data_x(pixel20), .data_y(pixel21), .data_z(pixel22),
      .max(max2), .med(med2), .min(min2)
    ),
    u3_min_max (
      .clk(clk), .rst_n(rst_n),
      .data_x(max0), .data_y(max1), .data_z(max2),
      .max(), .med(), .min(min_max)
    ),
    u4_med_med (
      .clk(clk), .rst_n(rst_n),
      .data_x(med0), .data_y(med1), .data_z(med2),
      .max(), .med(med_med), .min()
    ),
    u5_max_min (
      .clk(clk), .rst_n(rst_n),
      .data_x(min0), .data_y(min1), .data_z(min2),
      .max(max_min), .med(), .min()
    ),
    u6_median (
      .clk(clk), .rst_n(rst_n),
      .data_x(min_max), .data_y(med_med), .data_z(max_min),
      .max(), .med(median), .min()
    );
endmodule
module sort3 #(
  parameter Bit = 8
) (
  input  clk, rst_n,
  input  [Bit-1:0] data_x,
  input  [Bit-1:0] data_y,
  input  [Bit-1:0] data_z,
  output reg [Bit-1:0] max,
  output reg [Bit-1:0] med,
  output reg [Bit-1:0] min
);
  wire greater_xy;
  wire greater_yz;
  wire greater_zx;
  assign greater_xy = data_x >= data_y;
  assign greater_yz = data_y >= data_z;
  assign greater_zx = data_z >= data_x;
  always @(posedge clk or negedge rst_n) begin
    if (!rst_n) begin
      max <= 0; med <= 0; min <= 0;
    end else begin
      casez ({greater_xy,greater_yz,greater_zx})
        3'b11?: begin
          max <= data_x; med <= data_y; min <= data_z;
        end
        3'b011: begin
          max <= data_y; med <= data_z; min <= data_x;
        end
        3'b101: begin
          max <= data_z; med <= data_x; min <= data_y;
        end
        3'b001: begin
          max <= data_z; med <= data_y; min <= data_x;
        end
        3'b100: begin
          max <= data_x; med <= data_z; min <= data_y;
        end
        3'b010: begin
          max <= data_y; med <= data_x; min <= data_z;
        end
        default: begin
          max <= data_x; med <= data_y; min <= data_z;
        end
      endcase
    end
  end
endmodule
module filter_median_top (
  input        clk, rst_n,
  input  [7:0] pixel,
  output [7:0] median
);
  wire [7:0] pixel00, pixel01, pixel02;
  wire [7:0] pixel10, pixel11, pixel12;
  wire [7:0] pixel20, pixel21, pixel22;
  shift_reg	u_shift_reg (
    .rst_n ( rst_n ),
    .clk ( clk ),
    .pixel_i ( pixel ),
    .pixel00(pixel00), .pixel01(pixel01), .pixel02(pixel02),
    .pixel10(pixel10), .pixel11(pixel11), .pixel12(pixel12),
    .pixel20(pixel20), .pixel21(pixel21), .pixel22(pixel22)
  );
  filter_median_3x3 #(.PixelBit(8))
    u_filter (.clk(clk), .rst_n(rst_n),
      .pixel00(pixel00), .pixel01(pixel01), .pixel02(pixel02),
      .pixel10(pixel10), .pixel11(pixel11), .pixel12(pixel12),
      .pixel20(pixel20), .pixel21(pixel21), .pixel22(pixel22),
      .median(median)
    );
endmodule
module shift_reg (
  input        clk, rst_n,
  input  [7:0] pixel_i,
  output [7:0] pixel00, pixel01, pixel02,
  output [7:0] pixel10, pixel11, pixel12,
  output [7:0] pixel20, pixel21, pixel22
);
  reg  [7:0] pixel[0:8];
  genvar j;
  generate for (j = 1; j < 9; j = j + 1) begin : gen_shift
    always @(posedge clk or negedge rst_n) begin
      if (!rst_n)
        pixel[j-1] <= 0;
      else
        pixel[j-1] <= pixel[j];
    end
  end endgenerate
  always @(posedge clk or negedge rst_n) begin
    if (!rst_n)
      pixel[8] <= 0;
    else
      pixel[8] <= pixel_i;
  end
  assign pixel00 = pixel[8];
  assign pixel01 = pixel[7];
  assign pixel02 = pixel[6];
  assign pixel10 = pixel[5];
  assign pixel11 = pixel[4];
  assign pixel12 = pixel[3];
  assign pixel20 = pixel[2];
  assign pixel21 = pixel[1];
  assign pixel22 = pixel[0];
endmodule
```
**/design/flow/config.mk**
```make
export PLATFORM = sky130hd
export DESIGN_NAME = filter_median_top
export DESIGN_NICKNAME = filter_median_top
export VERILOG_FILES = /design/flow/design.v
export SDC_FILE = /design/flow/constraint.sdc
export NUM_CORES = 4
export LEC_CHECK = 1
export CORE_UTILIZATION = 50
```
==> results.ini <==
[status]
result_of_the_run=completed

[global_route]
grt-ovfl-total=0
grt_antenna_before_repair=0
wire_length_of_the_first_global_routing_pass_um=41000
pin_count_of_the_biggest_net_entering_global_routing=62
first_global_vias=7508
groute.usage.overall_pct=25.8

[placed_design]
io_buffer_count=17
dp_slack_ps=2420
place_congestion=0.930
hpwl_um=19400
placed_area_mm2=0.0109

[finish]
layout-drive-gt1-share_pct=6.89
regMostFlops=u_shift_reg.pixel
largest_register_ff_count=72
post-route-cell-area_mm2=0.0114
layout-area-overhead-vs-synth_pct=10.2

[drt]
avgViaCountPerCell=5.59
route.detailed.wl_per_inst_um=18.5
totalWireLength_um=24600
detailedRoute.firstPassIterationCount=6
drc=0
antenna_left=0
vias=7423
route.antenna.diode_count=0
initialDrtViolationCount=512

[yosys]
yosys_reported_design_area_after_synthesis_mm2=0.0104
synth.cell_area_mm2=0.0104
synth.cells.most_frequent=sky130_fd_sc_hd__dfrtp_1, sky130_fd_sc_hd__ha_1, sky130_fd_sc_hd__inv_1, sky130_fd_sc_hd__nor2_1, sky130_fd_sc_hd__a21o_1
synth.largest_area_cell=sky130_fd_sc_hd__dfrtp_1
yosys_warnings=3
ys.flop_type=sky130_fd_sc_hd__dfrtp_1
yosys.stat.seqShare_pct=42.4
synth_stat.cells=1017
yosysUniqueCellTypes=47
avgSynthCellArea_um2=10.2
async_reset_ff_share_pct=100
post-synth-top-area-fraction_pct=42.4
topCellsByArea=sky130_fd_sc_hd__dfrtp_1, sky130_fd_sc_hd__ha_1, sky130_fd_sc_hd__inv_1, sky130_fd_sc_hd__a21o_1, sky130_fd_sc_hd__nor2_1
yosysMostFrequentCell=sky130_fd_sc_hd__dfrtp_1
synthesis.instances=1017
synth_flops=176
enable_flop_cells=0

[sta]
finalWorstSetupSlack_ps=2400
totalNegativeSetupSlack_ps=0
final.setup_skew_ps=10.3
drv_slew=0
post-route-period-util_pct=56.3
fmax_ghz=0.323
max_transition_margin_pct=46.9
rsz0062_at_grt=no
finish_stage_setup_viols=0
hold_viol=0
worstMarginPinSlew_ps=774
fin_crit_ps=3100

[clocking]
cts_repair_resized_insts=0
clockRootBuffer=sky130_fd_sc_hd__clkbuf_16
numCtsBuffers=17
tritoncts=done
ctsLongestPathBuffers=2
clock_insertion_delay_worst_skew_ps=430
cts-htree-levels=4
cts_hold_repair.buffers=0
postCtsSetupRepairBufs=0
clk_pin_slew_ps=70
clock_sink_count=176

[die]
die_area_mm2=0.0213
floorplan.core_util_pct=51.1
core_area_mm2=0.0203
die_w_um=146
core.rowCount=52
die_height_um=146
number_of_primary_i_o_pins=18

[min_path]
hold_path.class=reg2reg
min-delay-start=u_shift_reg.pixel[1][3]

[critical_path]
critical_path.reg2reg.endpoint=u_filter.u0_sort3.med[5]
reg2reg_slack_ps=2400
crit_end=u_filter.u0_sort3.med[5]
worst_setup_ep_type=flop
worstPathMaxFanout=9
critPathRequiredTime_ps=5760
worstReg2RegStart=u_shift_reg.pixel[8][0]
ff2ff_path_depth=9
path_class=reg2reg
critPathLaunch=u_shift_reg.pixel[8][0]
cp_data_arrival_time_ps=3350
worst_setup_path_start_kind=flop

[pwr]
pwr_density_cell_mw_per_mm2=433
max-vdd-ir-drop_uv=227
design_power_total_w=0.00495
pleak_nw=5.92

[job]
openroad.warnings=25
max-cap-violations=0

-- layer usage --
metal | vias to the layer above | track usage, % | routed length (um)
met5 | - | 0 | 0
met4 | 0 | 4.11 | 472
met3 | 35 | 3.95 | 1140
met2 | 180 | 39.8 | 11300
met1 | 3501 | 41.0 | 11700
li1 | 3707 | - | -
-- cell type report --
type,count,area [um2]
clock buffer,18,429
inverter,169,634
tap,270,338
fill,1770,8860
sequential,176,4400
multi-input combinational,658,5290
timing repair buffer,25,231
clock inverter,13,121
-- worst max-delay path, stage by stage, from the launching register on --
cell                       delay, ps
sky130_fd_sc_hd__dfrtp_1         420
sky130_fd_sc_hd__inv_1           100
sky130_fd_sc_hd__ha_1            290
sky130_fd_sc_hd__nand2b_1        130
sky130_fd_sc_hd__a21o_1          170
sky130_fd_sc_hd__a21oi_1         180
sky130_fd_sc_hd__o31a_1          420
sky130_fd_sc_hd__nand2_1         360
sky130_fd_sc_hd__o21bai_1        640
sky130_fd_sc_hd__a221oi_1        210
-- metrics by stage --
stage | utilization (%) | hold slack, ps | std cells
after global routing | 56.4 | 420 | 1329
final | 56.4 | 408 | 1329
after CTS | 56.4 | 409 | 1329
after floorplan | - | 380 | 1017
after global placement | 53.7 | 389 | 1298
after detailed placement | 53.7 | 402 | 1298
-- power breakdown --
group | internal, W | switching (W) | leakage (nW)
combinational | 0.000958 | 0.00102 | 3.65
sequential | 0.00156 | 0.000282 | 2.00
clock | 0.000596 | 0.000537 | 0.266
-- how the worst min path moves through the flow --
stage | end | slack [ps] | depth (start not counted)
after CTS | u_shift_reg.pixel[0][4] | 410 | 0
after global routing | u_shift_reg.pixel[0][4] | 420 | 0
final | u_shift_reg.pixel[0][3] | 410 | 0
-- placed cells by master, fill, tap and decap left out, drive strengths merged, types with 5 or more instances in the layout --
| master | netlist | routed |
|---|---|---|
| a31oi | 23 | 23 |
| clkdlybuf4s50 | 0 | 16 |
| clkbuf | 8 | 18 |
| a21oi | 43 | 43 |
| a2111oi | 5 | 5 |
| nor2b | 11 | 11 |
| nor2 | 82 | 82 |
| a21o | 48 | 48 |
| a2111o | 5 | 5 |
| buf | 6 | 9 |
| nor3 | 18 | 18 |
| o22ai | 40 | 40 |
| nand3 | 25 | 25 |
| a221oi | 35 | 35 |
| a22o | 9 | 9 |
| dfrtp | 176 | 176 |
| inv | 169 | 178 |
| ha | 168 | 168 |
| o221a | 24 | 24 |
| and3 | 8 | 8 |
| nand2 | 22 | 22 |
| o21ai | 21 | 21 |
| nand2b | 32 | 32 |
-- cells by family after synthesis --
family / after synthesis / synth area share (%)
AND-OR/OR-AND: 271 / 19.8
XOR/XNOR: 3 / 0.325
flip-flops: 176 / 42.4
AND/OR/NAND/NOR: 209 / 9.76
multiplexers: 7 / 0.723
buffers and inverters: 183 / 6.68
adder cells (fa/ha/maj): 168 / 20.2
No activity file was given, so power comes from the tool's default toggle rates.
