==> flow/design.v <==
module fsm_seq1011_3alw (
  input      clk,
  input      clr,
  input      x,
  output reg z
);
  reg  [1:0] state, next_state;
  parameter S0 = 2'b00,
            S1 = 2'b01,
            S2 = 2'b10,
            S3 = 2'b11;
  always @(posedge clk or posedge clr) begin
    if (clr) begin
      state <= S0;
    end else begin
      state <= next_state;
    end
  end
  always @(state or x) begin
    case (state)
      S0: if (x == 1'b0) next_state = S0; else next_state = S1;
      S1: if (x == 1'b0) next_state = S2; else next_state = S1;
      S2: if (x == 1'b0) next_state = S0; else next_state = S3;
      default: if (x == 1'b0) next_state = S2; else next_state = S1;
    endcase
  end
  always @(state or x) begin
    if (state==S3 && x==1'b1) begin
      z = 1;
    end else begin
      z = 0;
    end
  end
endmodule
==> flow/run.sh <==
#!/bin/bash
# OpenROAD 26Q1-2900-gdf79404cd8, Yosys 0.63+post, stock flow scripts
make -C /OpenROAD-flow-scripts/flow DESIGN_CONFIG=/design/flow/config.mk WORK_HOME=/design/flow/orfs finish
==> flow/config.mk <==
export PLATFORM = sky130hd
export DESIGN_NAME = fsm_seq1011_3alw
export DESIGN_NICKNAME = fsm_seq1011_3alw
export VERILOG_FILES = /design/flow/design.v
export SDC_FILE = /design/flow/constraint.sdc
export NUM_CORES = 4
export LEC_CHECK = 1
export CORE_AREA = 10 10 70 70
export DIE_AREA = 0 0 80 80
==> flow/constraint.sdc <==
current_design fsm_seq1011_3alw

set clk_period 1.2
set clk_io_pct 0.2

create_clock -name clk0 -period $clk_period [get_ports {clk}]

set non_clock_inputs [all_inputs -no_clocks]
set_input_delay [expr $clk_period * $clk_io_pct] -clock clk0 $non_clock_inputs
set_output_delay [expr $clk_period * $clk_io_pct] -clock clk0 [all_outputs]
==> impl_metrics.yaml <==
# generated from flow reports
setup_path:
  slowest_stage: "dfrtp_1"
  worstPathMaxFanout: 2
  path_buffers: 1
  rr_endpoint: "state[2]$_DFF_PP0_"
  crit_end: "z"
  cp.arrival_ns: 0.90
  r2r_slack_ns: 0.29
  crit_required_ns: 0.96
  crit_cells: 2
  cp_top_family: "flip-flops"
  worst_setup_path_end_kind: "primary output"
  max_stage_delay_ns: 0.37
  r2r-start: "state[3]$_DFF_PP0_"
  crit_chain: "and2_4, clkdlybuf4s15_1"
  worstRegToRegCells: 2
  critical_path_class: "flip-flop to primary output"
  cp-startpoint: "state[3]$_DFF_PP0_"
  startpoint_type: "flip-flop"
clocking:
  post_cts_buffers: 0
  insertion_delay_ns: 0.23
  cts.sink_count: 4
  numCtsBuffers: 3
  htreeDepth: 1
  clkSlewWorstSetupHoldPaths_ns: 0.04
  cts_tree: "built"
  clk_path_buf_depth: 2
  cts_root_buffer: "clkbuf_4"
placed_design:
  portBuffers: 3
  gp_congestion: 0.5766
  preCtsSetupSlack_ns: -0.3332
  placed_area_um2: 250.2
  dp_cells: 61
detailed_routing:
  wire_per_inst_um: 4.569
  diodes: 0
  wl_um: 297
  firstDrtPassIters: 2
  drt_iter0_drc: 1
  drc_errors: 0
  ant_nets: 0
  vias: 100
  viasPerCell: 1.538
flow_run:
  warning_count: 25
  maxCapViolCount: 0
power:
  power_leakage_nw: 0.1121
  vdd_ir_drop_max_v: 0.0001557
  powerDensity_nw_per_um2: 1188
finish:
  top_regs: "state (4)"
  nFillCells: 400
  regMostFlops: "state"
  largest_reg_flops: 4
  drive_gt1_frac: 0.4737
  final_util: 0.08095
  layout.cells.non_filler: 65
  area_growth_pct: 87.29
  design_area_um2: 276.5
  lay_top_cells: "clkbuf_4 (3), dfrtp_1 (3), o21ba_2 (2), buf_4 (2)"
yosys:
  synth_stat.cells: 10
  syn_area_per_cell_um2: 14.76
  synthCells: 10
  ys_seq_frac: 0.6864
  synth_area_um2: 147.6
  synth.distinct_cells: 7
  numSynthFlops: 4
  ys_area_um2: 147.6
  yosysWarningCount: 1
sta:
  hold-worst-slack_ns: 0.1837
  rsz0062_at_grt: "false"
  hold_viol: 0
  worstMarginPinSlew_ns: 0.1395
  fin_skew_ns: 0.005736
  slew_violations: 0
  fin_crit_ns: 1.139
  max-slew-margin-rel: 0.9069
  setup_slack_ns: 0.06079
  fmax_ghz: 0.8778
  finalSetupViolCount: 0
  finalCritPeriodShare: 0.9493
min_path:
  hold_path.class: "input pin to async pin"
die:
  fp-row-count: 21
  fp_util: 0.04322
  coreArea_um2: 3416
  io-pin-count: 4
  die-area_um2: 6400
  die_h_um: 80
  die_x_um: 80
global_route:
  grt_pass1_vias: 116
  grt_pass1_wl_um: 476
  grt_max_degree: 5
  grt-ovfl-total: 0
  grt_util_all_layers: 0.01021
  antenna_found_initial: 0
status:
  status: "finished, final reports clean"
-- metrics by stage --
stage | power (mW) | setup TNS [ns]
2_1_floorplan | 0.1409 | 0
3_5_place_dp | 0.1516 | -0.3332
3_3_place_gp | 0.1513 | -0.3470
6_report | 0.3284 | 0
4_1_cts | 0.3400 | 0
5_1_grt | 0.3591 | 0
-- final cells by class --
class                           instances  area, µm²  area share
Clock buffer                            4      26.28     0.09502
Inverter                                1      3.754     0.01357
Sequential cell                         4      101.3      0.3665
Timing Repair Buffer                    5      43.79      0.1584
Tap cell                               46      57.56      0.2081
Multi-Input combinational cell          5      43.79      0.1584
-- report_power, final --
part	switching (mW)	internal, mW
Sequential	0	0.136
Combinational	0.00495	0.00794
Clock	0.0550	0.125
Total	0.0600	0.268
-- worst min-delay path by stage --
stage / from / endpoint / slack, ns / depth (start not counted)
4_1_cts: clr / state[1]$_DFF_PP0_ / 0.18 / 2
6_report: clr / state[1]$_DFF_PP0_ / 0.18 / 2
5_1_grt: clr / state[1]$_DFF_PP0_ / 0.19 / 2
-- logic make-up (layout without fill, tap and decap cells) --
family	Yosys count	count (layout)	share of synthesized area
buffers and inverters	1	10	0.02540
AND-OR/OR-AND	3	3	0.1949
AND/OR/NAND/NOR	2	2	0.09327
flip-flops	4	4	0.6865
-- routing by layer --
metal | GRT usage | routed length, µm
met5 | 0 | 0
met4 | 0.007042 | 6
met3 | 0.01364 | 50
met2 | 0.01043 | 109
met1 | 0.01003 | 131
-- cell usage after synthesis --
cell	n	area, µm²
and2_2	1	7.510
inv_1	1	3.750
and2_1	1	6.260
o21ba_2	2	20.02
dfstp_2	1	26.28
dfrtp_1	3	75.07
o31a_1	1	8.760
-- timing repair --
item | in CTS | in global routing
gates resized | 4 | 0
endpoints found under the setup margin | 1 | 0
hold buffers | 0 | 0
No activity file was given, so power comes from the tool's default toggle rates.
